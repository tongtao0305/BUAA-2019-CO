===== flow/config.mk =====
export PLATFORM = sky130hd
export DESIGN_NAME = Timer
export DESIGN_NICKNAME = Timer
export VERILOG_FILES = /design/flow/design.v
export SDC_FILE = /design/flow/constraint.sdc
export NUM_CORES = 4
export LEC_CHECK = 1
export CORE_UTILIZATION = 40

===== flow/constraint.sdc =====
current_design Timer

set clk_period 5.9
set clk_io_pct 0.2

create_clock -name clk0 -period $clk_period [get_ports {clk}]

set non_clock_inputs [all_inputs -no_clocks]
set_input_delay [expr $clk_period * $clk_io_pct] -clock clk0 $non_clock_inputs
set_output_delay [expr $clk_period * $clk_io_pct] -clock clk0 [all_outputs]

===== flow/design.v =====
`timescale  1ns/1ns
`timescale  1ns/1ns
`timescale  1ns/1ns
`timescale 1ns / 1ps
module Timer(
    input clk,
    input reset,
    input [31:2] Addr,
    input WE,
    input [31:0] Din,
    output [31:0] Dout,
    output IRQ
    );
	reg [1:0] state;
	reg [31:0] mem [2:0];
	reg _IRQ;
	assign IRQ = mem[0][3] & _IRQ;
	assign Dout = mem[Addr[3:2]];
	wire [31:0] load = Addr[3:2] == 0 ? {28'h0, Din[3:0]} : Din;
	integer i;
	always @(posedge clk) begin
		if(reset) begin
			state <= 0; 
			for(i = 0; i < 3; i = i+1) mem[i] <= 0;
			_IRQ <= 0;
		end
		else if(WE) begin
			mem[Addr[3:2]] <= load;
		end
		else begin
			case(state)
				2'b00 : if(mem[0][0]) begin
					state <= 2'b01;
					_IRQ <= 1'b0;
				end
				2'b01 : begin
					mem[2] <= mem[1];
					state <= 2'b10;
				end
				2'b10  : 
					if(mem[0][0]) begin
						if(mem[2] > 1) mem[2] <= mem[2]-1;
						else begin
							mem[2] <= 0;
							state <= 2'b11;
							_IRQ <= 1'b1;
						end
					end
					else state <= 2'b00;
				default : begin
					if(mem[0][2:1] == 2'b00) mem[0][0] <= 1'b0;
					else _IRQ <= 1'b0;
					state <= 2'b00;
				end
			endcase
		end
	end
endmodule

===== flow/run.sh =====
#!/bin/bash
# OpenROAD 26Q1-2900-gdf79404cd8, Yosys 0.63+post, stock flow scripts
make -C /OpenROAD-flow-scripts/flow DESIGN_CONFIG=/design/flow/config.mk WORK_HOME=/design/flow/orfs finish

==> qor.yml <==
cap_violations: 0
drc_errors: 0
setup_violations: 0
status: "finished, final reports clean"
warnings: 54
track_usage: 0.2385
clk_latency_ns: 0.42
final_util: 0.5168
coreArea_sq_mm: 0.01658
critPathArrivalTime_ns: 3.17
clock_tree.root_cell: "clkbuf_16"
htreeDepth: 4
clkTransAtPathRegs_ns: 0.06
hp-start: "state[3]"
dp_hpwl_mm: 11.30
worst_slew_pin_slew_ns: 0.8893
rsz0062_at_grt: "false"
cts_resized: 0
fp_util: 0.4098
die_w_um: 132.4
die_h_um: 132.4
setup_slack_ns: 1.546
final_antenna_net_count: 0
p_leak_nw: 3.164
placed_area_sq_mm: 0.007896
synth_cell_types: 54
dp_slack_ns: 1.508
top_cells_by_area: "edfxtp_1 57%, mux4_2 11%, nor2_1 4.5%"
synthTopCellsByCount: "128 x edfxtp_1, 81 x nor2_1, 43 x nand2_1, 32 x mux4_2, 31 x clkbuf_1"
yosysTopAreaCellShare: 0.5655
yosys.area.top_type: "edfxtp_1"
portBuffers: 69
critical_path_class: "in2out"
tns_ns: 0
path_cells: "buf_2, buf_4, mux4_2, clkdlybuf4s50_1"
cp_max_fo: 24
holdPathStages: 2
wl_per_cell_um: 20.69
start_kind: "input pin"
ff_type: "edfxtp_1"
reg2reg_to: "mem[3][25]"
period_needed_ns: 4.354
syn_area_sq_mm: 0.006797
yosysSeqAreaShare: 0.5803
powerDensity_mw_per_mm2: 301.6
pin_count: 98
holdBufCountCts: 0
gp_congestion: 0.8407
cts_buffer_depth: 2
reg2reg_from: "mem[2][16]"
cts_buffers: 17
endpoint_kind: "output pin"
chipArea_sq_mm: 0.01752
synth-async-reset-ratio: 0
final_area_sq_mm: 0.008569
cts_tree: "done"
grt-ovfl-total: 0
synth.avg_cell_area_sq_um: 12.31
synthCells: 552
worst_ep_required_time_ns: 4.72
ys.flops: 133
critPathSlowestCell: "mux4_2"
min_to: "state[3]"
num_vias: 4932
drtPass1Iterations: 5
fp-row-count: 47
slew_violations: 0
yosysWarningCount: 1
grt_pass1_vias: 5245
wirelength_mm: 18.25
antenna_found_initial: 0
yosys-stat-area_sq_mm: 0.006797
n_antenna_cell: 0
grt_pass1_wl_mm: 29.21
reg2reg_depth: 6
drive_gt1_frac: 0.1571
clock.fmax_mhz: 229.6
detail_route.iter0.violations: 261
synth-edff-count: 128
post-cts-setup-buffer-count: 0
reg2reg_slack_ns: 3.06
most_common_cell: "edfxtp_1"
viasPerCell: 5.592
max_slew_margin: 0.4071
period_used_share: 0.7380
ir_drop_mv: 0.2772
hp-class: "reg2reg"
synth_stat.cells: 552
finClkSkew_ns: 0.007938
clkSinkCount: 133
max_stage_delay_ns: 0.62
grt_max_degree: 34
syn_to_final_growth_pct: 26.09
finalHoldViolCount: 0
[critical path: cells and delay by family]
| kind | cells | cell delay, ns |
|---|---|---|
| buf+inv | 3 | 1.36 |
| mux | 1 | 0.62 |
[where the power goes]
part	total (mW)	internal, mW	switching [mW]	leakage, nW
sequential	1.13	1.10	0.0314	1.31
clock	1.19	0.803	0.392	0.319
combinational	0.264	0.137	0.127	1.53
total	2.58	2.03	0.550	3.16
[through the flow]
step	hold WS, ns	total power [mW]	std cells
after detailed placement	0.4469	1.409	850
after global placement	0.4384	1.407	850
after floorplan	0.4233	1.278	579
after global routing	0.4760	2.673	882
final	0.4500	2.585	882
after CTS	0.4548	2.602	882
[routing by layer]
metal  wire length [um]  share of wire  GRT usage  vias to the layer above
met5                  0              0          0                        -
met4                261          0.014    0.03129                        0
met3               1997           0.11     0.1127                       16
met2               8566           0.47     0.3591                      272
met1               7424           0.41     0.3481                     2363
li1                   -              -          -                     2281
[state kept, by name, summed over array words and instances (netlist names)]
| name | flops |
|---|---|
| _IRQ | 1 |
| mem | 128 |
| state | 4 |
[area by class of cell]
cell class / count / area [sq um]
Tap cell: 220 / 275.3
Fill cell: 1410 / 8014
Timing Repair Buffer: 88 / 835.8
Clock buffer: 19 / 442.9
Sequential cell: 133 / 3944
Multi-Input combinational cell: 401 / 2811
Inverter: 8 / 30.03
Clock inverter: 13 / 230.2
[placed cells by master, fill, tap and decap left out, drive strengths merged, types with 3 or more instances in the layout]
cell           instances
conb                  28
o21ai                  6
nand2                 43
clkinv                 4
nand2b                 3
mux4                  32
dfxtp                  5
edfxtp               128
nor4                  18
or2                    6
or4                    6
a221oi                 9
and2                  14
bufinv                 6
buf                   21
o211ai                 3
clkinvlp               3
nand4                  4
a21oi                 20
nor3                  24
and3                  12
nor2                  82
clkdlybuf4s50         67
nand3                 30
a31oi                  4
xnor2                  8
clkbuf                19
or3                    6
inv                    8
xor2                  19
[worst max path at each step]
stage | startpoint | to | slack (ns)
5_1_grt | Addr[2] | Dout[26] | 1.38
4_1_cts | Addr[2] | Dout[14] | 1.49
6_report | Addr[2] | Dout[22] | 1.55
[logic make-up (layout without fill, tap and decap cells)]
group	Yosys count	in the layout	synth area share
adders and majority gates	2	2	0.003681
and+or+nand+nor	253	253	0.1869
other	1	28	0.0005518
buffers and inverters	45	128	0.02614
xor gates and xnor gates	27	27	0.03479
AOI/OAI and AO/OA	58	58	0.06020
DFF	133	133	0.5803
muxes	33	33	0.1075
Power and IR drop assume default switching activity.
