$ cat config.mk
export PLATFORM = sky130hd
export DESIGN_NAME = ALU_MUX
export DESIGN_NICKNAME = ALU_MUX
export VERILOG_FILES = /design/flow/design.v
export SDC_FILE = /design/flow/constraint.sdc
export NUM_CORES = 4
export LEC_CHECK = 1
export CORE_AREA = 10 10 157 157
export DIE_AREA = 0 0 167 167
$ cat constraint.sdc
current_design ALU_MUX

set clk_period 5.1
set clk_io_pct 0.2

create_clock -name clk0 -period $clk_period

set non_clock_inputs [all_inputs -no_clocks]
set_input_delay [expr $clk_period * $clk_io_pct] -clock clk0 $non_clock_inputs
set_output_delay [expr $clk_period * $clk_io_pct] -clock clk0 [all_outputs]
$ cat design.v
`timescale  1ns/1ns
`timescale  1ns/1ns
`timescale  1ns/1ns
`timescale 1ns / 1ps
module CMP_MUX(
	input [2:0] ForwardRSD,
	input [2:0] ForwardRTD,
	input [31:0] GRF_RD1,
	input [31:0] GRF_RD2,
	input [31:0] ALUResult_M,
	input [31:0] PC8_M,
	input [31:0] WriteData_M,
	output [31:0] MFRSD,
	output [31:0] MFRTD
	);
	assign MFRSD = (ForwardRSD == 3'b000)  ? GRF_RD1 :
					   (ForwardRSD == 3'b001)  ? ALUResult_M :
					   (ForwardRSD == 3'b010)  ? PC8_M :
					   (ForwardRSD == 3'b011)  ? WriteData_M : GRF_RD1;
	assign MFRTD = (ForwardRTD == 3'b000)  ? GRF_RD2 :
					   (ForwardRTD == 3'b001)  ? ALUResult_M :
					   (ForwardRTD == 3'b010)  ? PC8_M :
					   (ForwardRTD == 3'b011)  ? WriteData_M : GRF_RD2;
endmodule	
module ALU_MUX(
	input [2:0] ForwardRSE,
	input [2:0] ForwardRTE,
	input [31:0] RS_E,
	input [31:0] RT_E,
	input [31:0] WriteData_M,
	input [31:0] ALUResult_M,
	input [31:0] PC8_M,
	output [31:0] MFRSE,
	output [31:0] MFRTE
	);
	assign MFRSE = (ForwardRSE == 3'b000)  ? RS_E :
					   (ForwardRSE == 3'b001)  ? ALUResult_M :
					   (ForwardRSE == 3'b010)  ? PC8_M :
					   (ForwardRSE == 3'b011)  ? WriteData_M : RS_E;
	assign MFRTE = (ForwardRTE == 3'b000)  ? RT_E :
					   (ForwardRTE == 3'b001)  ? ALUResult_M :
					   (ForwardRTE == 3'b010)  ? PC8_M :
					   (ForwardRTE == 3'b011)  ? WriteData_M : RT_E;
endmodule
module DM_MUX(
    input [31:0] RT_M,
	 input [31:0] WriteData_M,
	 input [1:0] ForwardRTM,
	 output [31:0] MFRTM
	 );
	 assign MFRTM = (ForwardRTM == 2'b01) ? WriteData_M : RT_M;
endmodule	
module WriteBack_Addr_MUX(
	input [4:0] rd,
	input [4:0] rt,
	input [4:0] ra,
	input [1:0] RegDst,
	output reg [4:0] WriteAddr
	);
	 always @ (*) begin
		if (RegDst == 2'b01) begin
				WriteAddr <= rd;
			end
		if (RegDst == 2'b00) begin
				WriteAddr <= rt;
			end
		if (RegDst == 2'b10) begin
				WriteAddr <= ra;
			end
	 end
endmodule
module WriteBack_Data_MUX(
	input MemtoReg,
	input jal,
	input [31:0] PC8_W,
	input [31:0] ALUResult_W,
	input [31:0] DM_W,
	output reg [31:0] WriteData
	);
	 always @ (*) begin
		if (jal== 1) begin
			WriteData <= PC8_W;
		end
	   else if (MemtoReg == 0) begin
	      WriteData <= ALUResult_W;
		end
	   else if (MemtoReg == 1) begin
			WriteData <= DM_W;
		end
	 end
endmodule
$ cat run.sh
#!/bin/bash
# OpenROAD 26Q1-2900-gdf79404cd8, Yosys 0.63+post, stock flow scripts
make -C /OpenROAD-flow-scripts/flow DESIGN_CONFIG=/design/flow/config.mk WORK_HOME=/design/flow/orfs finish
==> Slide: Implementation Results <==
Physical Implementation Snapshot

Run status
  – Status: finished, final reports clean

Die
  – Die Span Y: 167 µm
  – # IOs: 230
  – Rows: ~53
  – CORE AREA: 21200 µm²
  – Chip Width: around 170 µm
  – Chip area: 27900 µm²
  – Initial Util: 11.0%

Global route
  – Largest net degree at the start of global routing: 34
  – Number of global-route vias before repair: approximately 3400
  – Gr ovfl total: 0
  – First-pass GRT wire length: 22200 µm
  – Initial antenna violation count: 1
  – GRT Overall Usage: 10.2%

Final timing
  – RSZ-0062 raised after global routing: false
  – Max Slew Vio Count: 0
  – Max frequency: between 0.2 and 0.25 GHz
  – Fin crit share: 83.3%
  – Worst slew pin tran: just over 0.7 ns
  – Rel. slew slack: 51.7%
  – Tmin final: 4.25 ns
  – Final-report setup violation count: 0
  – Final hold vios: 0
  – Final TNS setup: 0 ns

Finish
  – Area Growth Syn to Fin: 106%
  – Layout cells sized above 1: between 10% and 20%
  – Final instance area: between 4000 and 5000 µm²
  – Reg area: 0 µm²
  – Clock buf count: 0
  – Flop Count: 0

Yosys
  – Top cells by area: mux2i_1 (28%), a221oi_2 (19%), a2bb2oi_1 (11%)
  – Yosys chip area: 2320 µm²
  – Largest area contributor in the netlist: mux2i_1
  – Synthesized instance count: 265
  – Post-synthesis instance area: 2320 µm²
  – Synth warnings: 0
  – Seq/Total Area, Yosys: 0%
  – Yosys cell count: 265
  – Synth cell types: 22
  – Syn avg cell area: approximately 9 µm²
  – Area leader share: 27.6%

Detailed routing
  – WL per Instance: 20.3 µm
  – First-pass DRT Iterations: 4
  – Via-to-Cell Ratio: about 4.1
  – Post-route antenna net violation count: 0
  – Via count: just over 3000
  – DRT iter0 DRCs: about 160
  – # diodes: 0
  – Remaining DRCs: 0
  – Routed wire length: 15100 µm

Setup path
  – Critical path type: in -> out
  – Worst Setup EP: MFRTE[16]
  – Setup crit start: ForwardRTE[1]
  – Crit-path max FO: 20
  – CP arrival: 3.23 ns
  – CP required: 4.08 ns
  – Critical Path Sink Type: output pin
  – Startpoint Class: input port

Job
  – Stage-log warning count: 32
  – Max-cap viol count: 0

Clock tree
  – Number of hold buffers added after cts: 0
  – Post-CTS sizing: 0
  – Post-CTS setup repair buffer count: 0

Place
  – Port bufs: 230
  – Dpl cell area: 4760 µm²
  – GP Congestion: 0.896
  – Post-DP HPWL: 11800 µm

Hold path
  – Hold crit path type: in -> out

Pwr
  – Lkg Pwr: 1.79 nW
  – IR drop worst, VDD: 0.0350 mV
  – Pwr dens: 92.4 nW/µm²
## routing by layer
metal	wire length (µm)	vias up	global-route usage (%)
met5	0	-	0
met4	179	0	1.30
met3	1100	11	2.51
met2	7430	145	18.0
met1	6410	1410	12.4
li1	-	1478	-
## worst min path at each step
stage | start | end | slack (ns) | cells past startpoint
6_report | ForwardRSE[1] | MFRSE[11] | 2.97 | 4
5_1_grt | ForwardRSE[1] | MFRSE[11] | 3.02 | 4
4_1_cts | ForwardRSE[1] | MFRSE[11] | 2.98 | 4
## power by group
group / internal [mW] / leakage, nW / switching, mW / total (mW)
Clock: 0 / 0 / 0 / 0
Sequential: 0 / 0 / 0 / 0
Combinational: 0.283 / 1.79 / 0.158 / 0.440
## stage by stage
stage	total power [mW]	cells	hold slack [ns]	util [%]	setup slack, ns
2_1_floorplan	0.174	265	2.11	-	2.33
3_3_place_gp	0.447	746	2.99	22.5	0.829
3_5_place_dp	0.447	746	2.98	22.5	0.811
4_1_cts	0.449	746	2.98	22.5	0.810
5_1_grt	0.476	746	3.02	22.5	0.764
6_report	0.440	746	2.97	22.5	0.853
## logic make-up after synthesis
group / after synthesis / share of synthesized area [%]
multiplexers: 64 / 27.6
AND/OR/NAND/NOR: 72 / 16.8
buffers and inverters: 33 / 11.1
AND-OR/OR-AND: 96 / 44.5
## area by class of cell
class,instances,area (µm²)
timing repair buffer,239,2350
tap,275,344
multi-input combinational,232,2070
fill,2322,16400
## synthesized netlist by cell type
cell and instances:
a211oi_1 2, nand2b_2 1, buf_4 2, nor2_2 10
a221oi_2 30, buf_6 9, a221oi_1 2, o22a_1 29
a21oi_1 1, o32ai_1 1, nor2_1 25, clkbuf_1 8
o21ba_2 1, nor2b_1 33, buf_12 2, a2bb2oi_1 29
mux2i_1 64, o21ba_4 1, nor3_1 2, buf_2 11
buf_8 1, and2b_1 1
## cells in the final DEF, fill, tap and decap left out, drive strengths merged
cell type	count
clkdlybuf4s50	226
mux2i	64
nor2	35
nor2b	33
a221oi	32
a2bb2oi	29
o22a	29
buf	13
nor3	2
a211oi	2
o21ba	2
and2b	1
nand2b	1
o32ai	1
a21oi	1
## critical path: stages
cell and delay, ns:
clkdlybuf4s50_1 0.55, and2b_2 0.66, buf_4 0.39, a221oi_1 0.13, clkdlybuf4s50_1 0.46
Power and IR drop assume default switching activity.
